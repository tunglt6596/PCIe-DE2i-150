$ cat ./design.v
module gpio
(
	input wire clk,
	input wire reset,
	input wire write_n,
	input wire address,
	input wire[31:0] writedata,
	output wire[31:0] readdata,
	output wire en
);
reg[31:0] status;
always @(posedge clk)
begin
	if( reset ) 
		status <= 0;
	else if(~write_n && address == 0)
		status <= writedata;
end
assign readdata = status;
assign en = status[0];
endmodule
$ cat ./run.sh
#!/bin/bash
# OpenROAD 26Q1-2900-gdf79404cd8, Yosys 0.63+post, stock flow scripts
make -C /OpenROAD-flow-scripts/flow DESIGN_CONFIG=/design/flow/config.mk WORK_HOME=/design/flow/orfs finish
$ cat ./config.mk
export PLATFORM = sky130hd
export DESIGN_NAME = gpio
export DESIGN_NICKNAME = gpio
export VERILOG_FILES = /design/flow/design.v
export SDC_FILE = /design/flow/constraint.sdc
export NUM_CORES = 4
export LEC_CHECK = 1
export CORE_AREA = 10 10 97 97
export DIE_AREA = 0 0 107 107
$ cat ./constraint.sdc
current_design gpio

set clk_period 1.4
set clk_io_pct 0.2

create_clock -name clk0 -period $clk_period [get_ports {clk}]

set non_clock_inputs [all_inputs -no_clocks]
set_input_delay [expr $clk_period * $clk_io_pct] -clock clk0 $non_clock_inputs
set_output_delay [expr $clk_period * $clk_io_pct] -clock clk0 [all_outputs]
==> impl_metrics.json <==
{
  "setup_viol": 0,
  "num_rows": 31,
  "ys.flops": 32,
  "ioPinCount": 69,
  "ys_chip_area_um2": 1360,
  "finalHoldViolCount": 0,
  "routed_via_density": 4.20,
  "worstPathRequired_ns": 1.12,
  "grt_max_degree": 65,
  "reg2reg_from": "status[6]",
  "antenna_left": 0,
  "dr.pass1.iters": 2,
  "placed_cells": 299,
  "maxCapViolations": 0,
  "ctsHoldBuffers": 0,
  "ctsResizeCount": 5,
  "regMostFlops": "status",
  "area_growth_pct": 67.1,
  "lay_top_count": "clkdlybuf4s50_1",
  "routed_wl_mm": 4.03,
  "wl_met2_mm": 1.68,
  "h-tree-depth": 2,
  "gp_congestion": 0.683,
  "arrival_ns": 1.08,
  "fin_crit_sh_pct": 97.0,
  "mostFrequentLayoutCells": "52 x clkdlybuf4s50_1, 32 x or3b_1, 32 x a21oi_1, 29 x o21ai_1, 26 x dfxtp_2",
  "worstMarginPinSlew_ns": 0.255,
  "tns_ns": 0,
  "rsz0062_at_grt": "false",
  "postCtsSetupBuffers": 0,
  "cts_tree": "done",
  "clkTransAtPathRegs_ns": 0.07,
  "slew_headroom_pct": 83.0,
  "postSynthSeqShare_pct": 47.1,
  "largest_reg_flops": 32,
  "worst-path-buf-inv": 1,
  "clockBufferDepth": 2,
  "hold_start": "status[30]",
  "cellPowerDensity_nw_per_um2": 953,
  "io_buffer_count": 68,
  "clock_skew_ns": 0,
  "cts_sinks": 32,
  "p_leak_nw": 0.983,
  "core_util_floorplan_pct": 18.7,
  "hpwlAfterDp_mm": 2.71,
  "grt_overflow": 0,
  "endpoint_kind": "output port",
  "design_area_um2": 2270,
  "yosysUniqueCellTypes": 9,
  "slew_viol_final": 0,
  "grt_usage_pct": 6.67,
  "finalCriticalPeriod_ns": 1.36,
  "wl_met1_mm": 1.87,
  "fillers": 789,
  "syn_area_per_cell_um2": 9.32,
  "warning_count": 25,
  "reg_top3": "status: 32 flops",
  "grt_pass1_vias": 1225,
  "path_delay_family": "buffers and inverters",
  "layout_setup_ws_ns": 0.0426,
  "place_area_um2": 2100,
  "antenna_found_initial": 0,
  "wl_per_cell_um": 13.1,
  "path_class": "reg -> out",
  "routed-via-count": 1288,
  "cts_made_buffers": 5,
  "die_area_um2": 11400,
  "ys_cells": 146,
  "worstHoldPathType": "reg -> reg",
  "clk_latency_ns": 0.28,
  "slowest_stage": "clkdlybuf4s50_1",
  "core_area_um2": 7290,
  "ir_worst_vdd_v": 0.000480,
  "crit_path_cell_trace": "clkdlybuf4s50_1",
  "min_to": "status[30]",
  "reg2regPathDepth": 2,
  "grt_pass1_wl_mm": 6.33,
  "met3_length_um": 430,
  "synth_cells": 146,
  "route.top_layer_used": "met4",
  "run_status": "finished, final reports clean",
  "synth_warnings": 1,
  "fmax_mhz": 737,
  "path_max_fanout": 2,
  "drcViolationCount": 0,
  "holdWs_ns": 0.474,
  "syn_area_um2": 1360,
  "die_w_um": 107,
  "r2r-end": "status[6]",
  "hold_path_depth": 2,
  "root_buffer": "clkbuf_8",
  "insertedDiodeCount": 0,
  "r2r_slack_ns": 0.78,
  "drive_gt1_share_pct": 18.8,
  "fp.dieH_um": 107,
  "slowest_delay_ns": 0.47,
  "final_cells": 307,
  "critPathLaunchType": "register",
  "place_ws_ns": 0.124,
  "drt_iter0_drc": 23
}
worst max path at each step:
stage         startpoint            to  slack [ns]  cells past startpoint
CTS            status[1]   readdata[1]      0.0008                      1
global route  status[10]  readdata[10]       0.002                      1
finish        status[13]  readdata[13]        0.04                      1
cells in the mapped netlist:
library cell	instances	area share [%]
dfxtp_1	32	47
or3b_1	32	21
buf_1	1	0.28
o21ai_0	3	1.1
buf_4	4	2.2
o21ai_1	29	11
buf_6	5	4.1
a21oi_1	32	12
clkbuf_1	8	2.2
per-stage QoR:
step	total power (W)	util [%]
6_report	0.00217	31.2
5_1_grt	0.00230	31.2
4_1_cts	0.00223	30.4
3_5_place_dp	0.00132	28.8
3_3_place_gp	0.00132	28.8
2_1_floorplan	0.00111	-
cell families (layout without fill, tap and decap cells):
kind of cell	Yosys count	after routing	share of synthesized area, %
buffers and inverters	18	80	8.82
DFF	32	32	47.1
AOI/OAI and AO/OA	64	64	23.5
and+or+nand+nor	32	32	20.6
report_power, final:
part	total [W]	switching [W]	internal [W]
clock network	0.000879	0.000351	0.000528
logic	0.000313	0.000107	0.000206
registers	0.000976	0.0000180	0.000958
worst register-to-register path: cells and delay by family (launching register included):
family | cells | cell delay, ns
flops | 1 | 0.32
compound gates | 2 | 0.22
area by class of cell:
type / count / area, um2 / area share (%)
clock inverters: 2 / 35.0 / 1.54
clock buffers: 6 / 72.6 / 3.19
flip-flops and latches: 32 / 673 / 29.6
multi-input cells: 96 / 601 / 26.4
repair buffers: 72 / 769 / 33.8
well taps: 99 / 124 / 5.45
metal layers:
layer,track usage [%],up-vias
met5,0,-
met4,0.774,0
met3,3.94,6
met2,9.53,47
met1,8.76,580
li1,-,655
Power is estimated from default activity; no workload was simulated.
